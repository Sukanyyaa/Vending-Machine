## design/flow/config.mk

```make
export PLATFORM = sky130hd
export DESIGN_NAME = vending_machine
export DESIGN_NICKNAME = vending_machine
export VERILOG_FILES = /design/flow/design.v
export SDC_FILE = /design/flow/constraint.sdc
export NUM_CORES = 4
export LEC_CHECK = 1
export CORE_AREA = 10 10 70 70
export DIE_AREA = 0 0 80 80
```

## design/flow/constraint.sdc

```tcl
current_design vending_machine

set clk_period 1.0
set clk_io_pct 0.2

create_clock -name clk0 -period $clk_period [get_ports {clk}]

set non_clock_inputs [all_inputs -no_clocks]
set_input_delay [expr $clk_period * $clk_io_pct] -clock clk0 $non_clock_inputs
set_output_delay [expr $clk_period * $clk_io_pct] -clock clk0 [all_outputs]
```

## design/flow/design.v

```verilog
module vending_machine(can_despatch,clk,coin,rst);
output can_despatch;                
input [1:0] coin;                   
input clk, rst;                     
reg [1:0] state;                    
reg [1:0] next_state;               
parameter s0=0;                     
parameter s5=1;                     
parameter s10=2;                    
parameter s15=3;                    
always @(posedge clk)               
begin
    if (rst)                        
        state = s0;                 
    else
        state = next_state;         
end
always @(state,coin)                
begin
    case (state)
        s0: begin                   
            if (coin == 2'b00)      
                next_state = s0;    
            else if (coin == 2'b01)  
                next_state = s5;    
            else if (coin == 2'b10)  
                next_state = s10;   
        end
        s5: begin                   
            if (coin == 2'b00)      
                next_state = s5;    
            else if (coin == 2'b01)  
                next_state = s10;   
            else if (coin == 2'b10)  
                next_state = s15;   
        end
        s10: begin                  
            if (coin == 2'b00)      
                next_state = s10;   
            else if (coin == 2'b01)  
                next_state = s15;   
            else if (coin == 2'b10)  
                next_state = s15;   
        end
        s15: begin                  
            if (coin == 2'b00)      
                next_state = s0;    
            else if (coin == 2'b01)  
                next_state = s5;    
            else if (coin == 2'b10)  
                next_state = s10;   
        end
        default: next_state = s0;   
    endcase
end
assign can_despatch = (state == s15) ? 1 : 0;  
endmodule
```

## design/flow/run.sh

```bash
#!/bin/bash
# OpenROAD 26Q1-2900-gdf79404cd8, Yosys 0.63+post, stock flow scripts
make -C /OpenROAD-flow-scripts/flow DESIGN_CONFIG=/design/flow/config.mk WORK_HOME=/design/flow/orfs finish
```

==> ci_impl_report.md <==
## Implementation flow summary

| Metric | Value |
|---|---|
| Status | finished clean |
| Detail Route Antenna Nets | 0 |
| Leak pwr | roughly 0.15 nW |
| Hold_buf cts | 0 |
| Post-synth cell types | 13 |
| CP Data Required Time | ~0.8 ns |
| Worst Setup Start Kind | flop |
| Min Hold Slack | 0.536 ns |
| # diodes | 0 |
| Syn Area/Cell | 9.02 um2 |
| Total grt overflow | 0 |
| Endpoints left unconstrained | 2 |
| Drt pass-1 iters | 2 |
| Number of global-route vias before repair | 187 |
| Post-synth top cells | ha_1 (4), inv_1 (4) |
| Post-synth EDFFs | 0 |
| Unrepaired setup endpoints after global routing | yes |
| Max_slew headroom | 0.823 |
| Period minus WS final | between 0.9 and 1 ns |
| Fillers | 393 |
| Yosys cell count | 24 |
| DR iter-0 viols | 7 |
| Hold crit path type | input pin to flop |
| IO Pins | 5 |
| WP buf/inv | 1 |
| Max FO, Critical Path | 2 |
| Die height | 80 um |
| CTS tree | done |
| DRC | 0 |
| Routed len/inst | 5.69 um |
| Floorplan core density | 0.0634 |
| Pwr Density | 836 nW/um2 |
| Worst setup path category | flop to output pin |
| Largest net degree at the start of global routing | 6 |
| FP Rows | 21 |
| Total routed wirelength | 461 um |
| Slowest cell on crit path | dfxtp_2 |
| Worst-path cell chain | ha_4 -> buf_6 |
| Clock-pin slew on the worst setup and hold paths | 0.03 ns |
| Post-synth regs | 4 |
| Max Clock Freq | approximately 1000 MHz |
| Crit. End Element | output pin |
| Port bufs | 4 |
| Maximum VDD drop | 153 uV |
| RePlAce Congestion | about 0.6 |
| Worst slew pin tran | 0.263 ns |
| Yosys warns | 1 |
| H-tree levels | 1 |
| Final Util | 0.112 |
| CP arrival | 0.80 ns |
| Largest type area fraction | 0.231 |
| Via density | ~2.4 |
| Slew Viols, Final | 0 |
| Max Buffers Root-to-Sink | 2 |
| Count of unclocked register or latch pins | 2 |
| P&R area growth vs syn | 76.9% |
| Vias | 196 |
| Maxcap violations | 0 |
| Final setup fails | 0 |
| Post-synthesis cell area | ~220 um2 |
| HPWL after detailed placement | roughly 370 um |
| Crit path max-delay family | flip-flops |
| Yosys top cell by area | ha_1 |
| Die Width | 80 um |
| First-pass GRT wire length | around 730 um |
| Tcrit/Tclk final | 0.999 |
| Ys flop type | dlxtn_1 |
| Die ar. | about 6400 um2 |
| Core area | around 3400 um2 |
| Layout cells sized above 1 | 0.371 |
| Synthesis area per yosys | 216 um2 |
| Top cells by area | ha_1 (23%), dfxtp_1 (18%), dlxtn_1 (14%), inv_1 (6.9%), a211oi_2 (5.8%) |
| Async SR Flop Fraction | 0 |
| Overall power | 0.000320 W |
| Critical path's largest stage delay | 0.32 ns |
| Hold Fails Final Rpt | 0 |
| CTS Root Cell | clkbuf_4 |
| Cells after synthesis | 24 |
| Log Warnings | 30 |
| CTS Buf Count | 3 |
| Overall routing resource usage | 0.0141 |
| Initial antenna violation count | 0 |
[state kept, by name, summed over array words and instances, names as in the netlist]
signal,count
next_state,2
state,2
[power breakdown]
group / switching, W / internal, W / total, W
combinational: 0.0000210 / 0.0000294 / 0.0000504
sequential: 0.00000220 / 0.0000883 / 0.0000905
clock: 0.0000469 / 0.000132 / 0.000179
[routing by layer]
layer  routed length, um  GRT usage  part of all wire  up-vias
met5                   0          0                 0        -
met4                  24     0.0106             0.052        0
met1                 182     0.0139              0.39       84
met2                 219     0.0217              0.48        6
li1                    -          -                 -      104
met3                  34    0.00795             0.074        2
[timing repair]
action | 4_1_cts | 5_1_grt
setup endpoints to repair | 1 | 1
pin swaps | 1 | 1
gates resized | 7 | 1
buffers inserted | 1 | 0
[placed cells by master (no fill, tap or decap)]
| cell | n |
|---|---|
| inv_1 | 4 |
| and4bb_2 | 1 |
| nor4_1 | 1 |
| o22a_1 | 1 |
| dfxtp_2 | 2 |
| nand2_1 | 1 |
| o21bai_1 | 1 |
| ha_1 | 3 |
| a21oi_1 | 2 |
| ha_4 | 1 |
| nor2b_1 | 2 |
| buf_6 | 1 |
| clkdlybuf4s50_1 | 3 |
| clkbuf_4 | 3 |
| dlxtn_1 | 2 |
| a211oi_2 | 1 |
| buf_4 | 4 |
| nor2_1 | 2 |
[cells by family (layout without fill, tap and decap cells)]
kind of cell | after synthesis | in the layout | share of synthesized area
adders and majority gates | 4 | 4 | 0.231
latches | 2 | 2 | 0.139
AOI/OAI and AO/OA | 5 | 5 | 0.179
DFF | 2 | 2 | 0.185
buffers and inverters | 4 | 15 | 0.0693
and+or+nand+nor | 7 | 7 | 0.197
[stage by stage]
step | TNS (ns) | cells | cell area [um2] | setup WS, ns
finish | 0 | 81 | 383 | 0.00147
global route | -0.0255 | 81 | 383 | -0.0255
CTS | -0.0185 | 81 | 377 | -0.0185
detailed placement | -0.167 | 77 | 337 | -0.167
global placement | -0.139 | 77 | 337 | -0.139
floorplan | 0 | 24 | 216 | 0.318
[layout make-up]
type,count,area (um2),share of cell area
inverter,4,15.0,0.0392
clock buffer,3,22.5,0.0588
multi-input combinational,16,144,0.376
timing repair buffer,8,71.3,0.186
sequential,4,72.6,0.190
tap,46,57.6,0.150
[path summary, 6_finish.rpt]
kind  slack (ns)                start  cells past startpoint                  end
min         0.54                  rst                      2  state[0]$_SDFF_PP0_
max        0.001  state[1]$_SDFF_PP0_                      2         can_despatch
Power and IR drop assume default switching activity.
